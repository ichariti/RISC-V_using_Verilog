--- flow/config.mk ---
export PLATFORM = sky130hd
export DESIGN_NAME = regfile
export DESIGN_NICKNAME = regfile
export VERILOG_FILES = /design/flow/design.v
export SDC_FILE = /design/flow/constraint.sdc
export NUM_CORES = 4
export LEC_CHECK = 1
export CORE_UTILIZATION = 30
--- flow/constraint.sdc ---
current_design regfile

set clk_period 22.2
set clk_io_pct 0.2

create_clock -name clk0 -period $clk_period [get_ports {clk}]

set non_clock_inputs [all_inputs -no_clocks]
set_input_delay [expr $clk_period * $clk_io_pct] -clock clk0 $non_clock_inputs
set_output_delay [expr $clk_period * $clk_io_pct] -clock clk0 [all_outputs]
--- flow/design.v ---
`timescale 1ns / 1ps
module regfile(
  output reg [DATAWIDTH-1:0] readData1,
  output reg [DATAWIDTH-1:0] readData2,
  input clk,
  input [4:0] readReg1,
  input [4:0] readReg2,
  input [4:0] writeReg,
  input [DATAWIDTH-1:0] writeData,
  input write);
  parameter DATAWIDTH = 32;
  reg [DATAWIDTH-1 :0] register [31:0];
  initial begin: initialize_registers	 
    integer i;
    for (i = 0; i < 32; i = i + 1) begin
      register[i] = 0;
    end
  end
  always @(posedge clk) begin
	    if (write) begin
    	  register[writeReg] <= writeData;  
    	end
  end
   always @(posedge clk) begin
        if (write && (writeReg == readReg1)) begin
            readData1 <= writeData;   
        end else begin
            readData1 <= register[readReg1];   
        end
        if (write && (writeReg == readReg2)) begin
            readData2 <= writeData;   
        end else begin
            readData2 <= register[readReg2];   
        end
    end 
endmodule
--- flow/run.sh ---
#!/bin/bash
# OpenROAD 26Q1-2900-gdf79404cd8, Yosys 0.63+post, stock flow scripts
make -C /OpenROAD-flow-scripts/flow DESIGN_CONFIG=/design/flow/config.mk WORK_HOME=/design/flow/orfs finish
==> flow_summary.rst <==
Synthesis and place-and-route
=============================

.. list-table::
   :header-rows: 1

   * - Metric
     - Value
   * - Status
     - finished clean
   * - Data required time of the critical path
     - approximately 18 ns
   * - Hold depth
     - 1
   * - Via count of the first global-routing pass
     - 32,300
   * - Fraction of layout cells with a size suffix above 1
     - 9.24%
   * - Number of buffers between clock root and the deepest sink
     - 3
   * - Top cells, area
     - sky130_fd_sc_hd__edfxtp_1, sky130_fd_sc_hd__mux2i_1, sky130_fd_sc_hd__a22oi_1
   * - Global route overflow
     - 0
   * - Synthesis-stage register bit count
     - 1,034
   * - Highest attainable clock frequency
     - 0.0919 GHz
   * - Final-report max-slew violation count
     - 0
   * - CP arrival
     - between 6 and 7 ns
   * - Initial DRC Count
     - 2,319
   * - Fraction of registers with async set/reset
     - 0%
   * - Area inside the core boundary
     - 161,000 µm²
   * - Chip area in the Yosys report
     - 49,000 µm²
   * - Placer's final routability congestion estimate
     - ~0.86
   * - Fin Setup TNS
     - 0 ns
   * - Post-synth seq share
     - between 60% and 70%
   * - Power density of the placed cells
     - 77.8 nW/µm²
   * - Cell variety after synth
     - 24
   * - RSZ-0062 raised after global routing
     - false
   * - Initial Util
     - between 30 and 40%
   * - Transition time at the pin with the least slew margin
     - 1.01 ns
   * - Die boundary height
     - 406 µm
   * - Post-layout minimum cycle time
     - 10.88 ns
   * - Total tool warning count
     - 26
   * - Post-route DRC
     - 0
   * - Peak supply drop
     - approximately 0.000058 V
   * - Total die size
     - 165,000 µm²
   * - Cell type contributing the most total cell area after synthesis
     - sky130_fd_sc_hd__edfxtp_1
   * - TritonCTS Buffers
     - 107
   * - Static leakage power
     - approximately 20 nW
   * - Proportion of netlist area held by the largest area contributor
     - 62.8%
   * - Worst max-slew margin expressed relative to the limit
     - 32.3%
   * - Final setup viols
     - 0
   * - Buffer type at the clock tree root
     - sky130_fd_sc_hd__clkbuf_16
   * - First-pass iteration count of the detailed router
     - 8
   * - Number of flip-flops in the largest register
     - 1,024
   * - Crit-path max FO
     - 47
   * - Final hold violations
     - 0
   * - Class of the most critical hold timing path
     - input port to flop
   * - Number of antenna violations at the first check in global routing
     - 13
   * - Top-Level Pins
     - about 110
   * - Largest net degree at the start of global routing
     - 96
   * - Cells after DPL
     - 5,543
   * - Total number of vias
     - 31,200
   * - Post-CTS sizing
     - 0
   * - Global-route wire length before repair
     - 226,000 µm
   * - Die W
     - 406 µm
   * - Commonest flop
     - sky130_fd_sc_hd__edfxtp_1
   * - Count of maximum capacitance violations
     - 0
   * - HPWL Detailed
     - just under 90,000 µm
   * - Post-synthesis area per instance
     - approximately 14 µm²
   * - Count of buffers from port buffering
     - 112
   * - Regs by FF count
     - register: 1024 flops
   * - Post-CTS setup buffers
     - 0
   * - Vias per cell
     - 5.43
   * - Min-delay src
     - readReg1[0]
   * - Total cells reported by yosys after synthesis
     - around 3,400
   * - Clock-pin slew on the worst setup and hold paths
     - 0.06 ns
   * - Clock sink count
     - 1,034
   * - Critical path class
     - flop to primary output
   * - Cycle use final
     - about half
   * - Number of enable flip-flop cells
     - about 1,000
   * - Deepest level of the CTS H-tree
     - 3
   * - Most flop-heavy register
     - register
   * - Row count
     - 147
   * - Synthesized area
     - 49,000 µm²
   * - All-layer global routing usage
     - between 20 and 25%
   * - Crit. End Element
     - primary output
   * - Tally of nets with antenna violations remaining after routing
     - 0
   * - Synthesized instance count
     - 3,396
   * - Hold_buf cts
     - 0
   * - Clock tree from TritonCTS
     - done
   * - Layout overhead on the synthesized area
     - 14.4%
   * - Average wire per cell in the routed design
     - 27.7 µm
   * - Wire length reported by the detailed router
     - ~160,000 µm
   * - Count of non-filler cells in the finished layout
     - 5,748
   * - Number of warnings printed during yosys synthesis
     - 1
   * - Type of origin of the critical path
     - flop
-- cell usage in the layout (no fill, tap or decap), types with 23 or more instances in the layout --
cell type,netlist,layout
sky130_fd_sc_hd__clkinv_1,0,23
sky130_fd_sc_hd__buf_4,47,122
sky130_fd_sc_hd__edfxtp_1,1024,1024
sky130_fd_sc_hd__a21oi_1,192,192
sky130_fd_sc_hd__nand3_1,194,194
sky130_fd_sc_hd__clkinv_2,0,25
sky130_fd_sc_hd__a22oi_1,192,192
sky130_fd_sc_hd__a31oi_1,64,64
sky130_fd_sc_hd__nor2_4,0,34
sky130_fd_sc_hd__clkdlybuf4s50_1,0,112
sky130_fd_sc_hd__clkbuf_1,86,27
sky130_fd_sc_hd__a22o_1,128,128
sky130_fd_sc_hd__nor3_1,64,64
sky130_fd_sc_hd__nand2_1,195,193
sky130_fd_sc_hd__clkbuf_16,0,109
sky130_fd_sc_hd__mux2i_1,1024,1024
-- logic make-up after synthesis --
family	synth area share [%]
simple gates	4.69
buf+inv	3.20
mux	20.9
flops	63.2
compound gates	8.01
-- worst max-delay path by stage --
stage,start,end,slack [ns],cells past startpoint
CTS,flop,readData2[21],11.31,11
global route,flop,readData2[20],11.05,11
finish,flop,readData2[19],11.32,11
-- cell type report --
type	count	area, µm²
Fill cell	15200	105000
Sequential cell	1034	31000
Multi-Input combinational cell	2109	16800
Clock buffer	136	2830
Tap cell	2160	2700
Timing Repair Buffer	240	2160
Clock inverter	64	614
Antenna cell	5	12.5
-- synth_stat cells, types with 5 or more instances --
| master | n |
|---|---|
| sky130_fd_sc_hd__nand2_1 | 195 |
| sky130_fd_sc_hd__buf_6 | 45 |
| sky130_fd_sc_hd__a22oi_1 | 192 |
| sky130_fd_sc_hd__mux2i_1 | 1024 |
| sky130_fd_sc_hd__a21oi_1 | 192 |
| sky130_fd_sc_hd__nor3_1 | 64 |
| sky130_fd_sc_hd__nand3_1 | 194 |
| sky130_fd_sc_hd__buf_4 | 47 |
| sky130_fd_sc_hd__nor2_1 | 35 |
| sky130_fd_sc_hd__edfxtp_1 | 1024 |
| sky130_fd_sc_hd__clkbuf_1 | 86 |
| sky130_fd_sc_hd__buf_2 | 70 |
| sky130_fd_sc_hd__a22o_1 | 128 |
| sky130_fd_sc_hd__nand3b_1 | 5 |
| sky130_fd_sc_hd__dfxtp_1 | 10 |
| sky130_fd_sc_hd__a31oi_1 | 64 |
-- critical path, cell delays in order (launching register included) --
cell and delay (ns):
sky130_fd_sc_hd__dfxtp_4 0.66, sky130_fd_sc_hd__buf_4 0.72, sky130_fd_sc_hd__buf_4 0.72, sky130_fd_sc_hd__buf_4 0.66, sky130_fd_sc_hd__buf_4 0.63, sky130_fd_sc_hd__buf_4 0.77
sky130_fd_sc_hd__mux2i_1 0.17, sky130_fd_sc_hd__a22o_1 0.26, sky130_fd_sc_hd__nor3_1 0.23, sky130_fd_sc_hd__a31oi_1 0.11, sky130_fd_sc_hd__nand3_1 0.13, sky130_fd_sc_hd__clkdlybuf4s50_1 0.49
-- metal layers --
| layer | track usage [%] | share of wire (%) | vias up |
|---|---|---|---|
| met3 | 12.5 | 14 | 342 |
| met2 | 30.9 | 47 | 1785 |
| met5 | 0.743 | 0.13 | - |
| met4 | 7.01 | 4.0 | 24 |
| li1 | - | - | 13600 |
| met1 | 23.3 | 35 | 15400 |
-- through the flow --
step	util (%)	hold WS [ns]	setup slack (ns)	cell area (µm²)	power, mW
finish	34.7	4.16	11.32	56100	4.36
global route	34.7	4.16	11.05	56000	4.48
CTS	34.7	4.12	11.31	56000	4.39
detailed placement	32.6	4.89	12.11	52600	2.62
global placement	32.6	4.90	12.09	52600	2.62
floorplan	-	4.47	15.33	49000	2.44
-- power breakdown --
| part | internal, mW | switching (mW) |
|---|---|---|
| Clock | 1.02 | 0.763 |
| Combinational | 0.148 | 0.246 |
| Sequential | 2.17 | 0.0140 |
Power is estimated from default activity; no workload was simulated.
