### design/flow/run.sh
#!/bin/bash
# OpenROAD 26Q1-2900-gdf79404cd8, Yosys 0.63+post, stock flow scripts
make -C /OpenROAD-flow-scripts/flow DESIGN_CONFIG=/design/flow/config.mk WORK_HOME=/design/flow/orfs finish
### design/flow/config.mk
export PLATFORM = sky130hd
export DESIGN_NAME = calc
export DESIGN_NICKNAME = calc
export VERILOG_FILES = /design/flow/design.v
export SDC_FILE = /design/flow/constraint.sdc
export NUM_CORES = 4
export LEC_CHECK = 1
export CORE_UTILIZATION = 50
### design/flow/constraint.sdc
current_design calc

set clk_period 8.5
set clk_io_pct 0.2

create_clock -name clk0 -period $clk_period [get_ports {clc}]

set non_clock_inputs [all_inputs -no_clocks]
set_input_delay [expr $clk_period * $clk_io_pct] -clock clk0 $non_clock_inputs
set_output_delay [expr $clk_period * $clk_io_pct] -clock clk0 [all_outputs]
### design/flow/design.v
module ALU(
  output [31:0] result,
  output zero,
  input [31:0] op1,
  input [31:0] op2,
  input [3:0] alu_op);
  parameter[3:0] ALUOP_AND = 4'b0000;
  parameter[3:0] ALUOP_OR = 4'b0001;
  parameter[3:0] ALUOP_ADD = 4'b0010;
  parameter[3:0] ALUOP_SUB = 4'b0110;
  parameter[3:0] ALUOP_LT = 4'b0100;
  parameter[3:0] ALUOP_Rsh = 4'b1000;
  parameter[3:0] ALUOP_Lsh = 4'b1001;
  parameter[3:0] ALUOP_NRsh = 4'b1010;
  parameter[3:0] ALUOP_XOR = 4'b0101;
assign result=(alu_op == ALUOP_AND) ? (op1&op2):
		 (alu_op == ALUOP_OR) ? (op1|op2):
		 (alu_op == ALUOP_ADD) ? (op1+op2):
		 (alu_op == ALUOP_SUB) ? (op1-op2):
		 (alu_op == ALUOP_LT) ? ($signed(op1)<$signed(op2)):
		 (alu_op == ALUOP_Rsh) ? (op1>>op2[4:0]):
		 (alu_op == ALUOP_Lsh) ? (op1<<op2[4:0]):
		 (alu_op == ALUOP_NRsh) ? ($unsigned($signed(op1)>>>op2[4:0])):
		 (alu_op == ALUOP_XOR) ? (op1^op2):
  		 (1'bX);
  assign zero=(result == 32'b0) ? (1'b1):(1'b0);
endmodule
module bit0(
  output wire zeroBit,
  input wire C,
  input wire R, 
  input wire L);
  wire Cn;
  wire m1;
  wire m2;
  not N0(Cn,C);
  and A0_1(m1,Cn,R);
  and A0_2(m2,L,R);
  or O0(zeroBit,m1,m2);
endmodule
module bit1(
  output wire oneBit,
  input wire C,
  input wire R, 
  input wire L);
  wire Ln;
  wire Rn;
  wire m3;
  wire m4;
  not N1_1(Ln,L);
  not N1_2(Rn,R);
  and A1_1(m3,Ln,C);
  and A1_2(m4,C,Rn);
  or O1(oneBit,m3,m4);
endmodule
module bit2(
  output wire twoBit,
  input wire C,
  input wire R, 
  input wire L);
  wire Cn;
  wire Rn;
  wire m5;
  wire m6;
  wire m7;
  not N2_1(Cn,C);
  not N2_2(Rn,R);
  and A2_1(m5,C,R);
  and A2_2(m6,L,Cn);
  and A2_3(m7,m6,Rn);
  or O2(twoBit,m5,m7);
endmodule
module bit3(
  output wire threeBit,
  input wire C,
  input wire R, 
  input wire L);
  wire Cn;
  wire Rn;
  wire m8;
  wire m9;
  wire m10;
  wire m11;
  not N3_1(Cn,C);
  not N3_2(Rn,R);
  and A3_1(m8,L,Cn);
  and A3_2(m11,m8,R);
  and A3_3(m9,L,C);
  and A3_4(m10,m9,Rn);
  or O3(threeBit,m11,m10);
endmodule
module calc_enc(
  output wire [3:0] alu_op,
  input wire btnl,
  input wire btnc, 
  input wire btnr);
  bit0 zero(.zeroBit(alu_op[0]), .C(btnc), .R(btnr), .L(btnl));
  bit1 one(.oneBit(alu_op[1]), .C(btnc), .R(btnr), .L(btnl));
  bit2 two(.twoBit(alu_op[2]), .C(btnc), .R(btnr), .L(btnl));
  bit3 three(.threeBit(alu_op[3]), .C(btnc), .R(btnr), .L(btnl));
endmodule
module calc(
  output [15:0] led,
  output z,
  input clc,
  input btnc,
  input btnl,
  input btnu,
  input btnr,
  input btnd,
  input [15:0] sw);
  wire [3:0] n1; 
  wire [31:0] n2;
  wire [31:0] n3;
  wire [15:0] n4;
  wire [31:0] n5;
  sign_extend ex1(.ext_bit32(n5), .bit16(n4));
  sign_extend ex2(.ext_bit32(n2), .bit16(sw));
  calc_enc ALU_CONTROL(.alu_op(n1), .btnl(btnl), .btnc(btnc), .btnr(btnr));
  ALU alu( .result(n3), .zero(z), .op1(n5), .op2(n2), .alu_op(n1) );
  accumulator ACC( .acc_out(n4), .clc(clc), .btnu(btnu), .btnd(btnd), .data_in(n3[15:0]) );
  assign led = n4;
endmodule
module accumulator (
  output reg [15:0] acc_out,
  input wire clc, 
  input wire btnu,
  input wire btnd,
  input wire [15:0] data_in);
  always @(posedge clc) begin
    if(btnu)
       acc_out <= 16'b0;
    else if(btnd)
      acc_out<=data_in;
  end  
endmodule 
module sign_extend(
  output wire [31:0] ext_bit32,
  input wire [15:0] bit16);
   assign ext_bit32= { {16{bit16[15]}},bit16 };
endmodule  
==> job_summary.md <==
### Flow metrics

| Metric | Value |
|---|---|
| Pwr Total | 0.0005642 W |
| Reg2reg end | ACC.acc_out[15] |
| Die span in x | approximately 110 um |
| Yosys chip area | 5464 sq um |
| Area grow syn2layout | 8.633% |
| Inserted Diodes | 0 |
| Clock latency on the worst-skew pair | 0.26 ns |
| Syn Std Cell Area | 5464 sq um |
| Top_reg_cell synth | dfxtp_1 |
| Worst Setup SP | sw[3] |
| Tool warning count | between 50 and 60 |
| Startpoint Class | input port |
| First-pass iteration count of the detailed router | 5 |
| HP Start | ACC.acc_out[0] |
| Hold_buf cts | 0 |
| Avg WL per Cell | 23.93 um |
| Crit path DRT | 6.80 ns |
| Area of the chip | ~11000 sq um |
| Clock Path Buffers | 2 |
| Layout cell share with drive strength beyond 1 | around a tenth |
| Total track usage | 39.43% |
| Max FO, Critical Path | 11 |
| Starting density of the core | 52.22% |
| Ys cells | roughly 760 |
| Grt total ovfl | 0 |
| Postcts setup bufs | 0 |
| Max-slew headroom | approximately 37% |
| Ranking of synthesized cells by area | ha_1, mux2i_1, dfxtp_1 |
| Core area | 10460 sq um |
| Largest registers | ACC.acc_out (16) |
| Slew Viols, Final | 0 |
| Outcome | finished clean |
| #FFs+latches synth | 16 |
| Port bufs | 38 |
| Routability cong. | between 1 and 1.5 |
| Commonest cells in the netlist | nor2_1, nand2_1, o21ai_0, a21oi_1, inv_1 |
| Worst hold-check path type | reg2reg |
| Max Fclk | 0.1281 GHz |
| First-pass GRT wire length | roughly 33000 um |
| Sum of negative setup slack | 0 ns |
| CTS H-tree lvls | 1 |
| Clk_skew | between 0.001 and 0.0015 ns |
| FP Rows | 37 |
| CTS Root Cell | clkbuf_8 |
| Tmin final | between 7 and 8 ns |
| Synth Instances | around 760 |
| Largest net degree at the start of global routing | roughly 46 |
| RR Startpoint | ACC.acc_out[6] |
| Largest Register | ACC.acc_out |
| Syn avg cell area | 7.237 sq um |
| Synth area leader | ha_1 |
| Vertical die size | about 110 um |
| Hold WS | 0.6955 ns |
| Critical path type | in2out |
| Detailed-route vias per instance | a little under 7 |
| Reg clk slew, reported paths | 0.08 ns |
| Ys async rst share | 0% |
| Post-synth EDFFs | 0 |
| ANT nets after route | 0 |
| Final WL | between 20000 and 25000 um |
| CP Capture Point | z |
| Number of global-route vias before repair | a little under 6k |
| CP Capture Type | primary output |
| Pleak | approximately 2.5 nW |
| Final-report hold violation count | 0 |
| Count leader, synth | nor2_1 |
| Dpl cell area | just under 6000 sq um |
| Pwr/cell area | 95.05 nW/um^2 |
| Syn. warnings | 1 |
| Top cell type's share of synthesized area | 11.22% |
| Worst reg2reg setup slack | around 4.6 ns |
| Top Ports | 39 |
| Max reg flops | 16 |
| Sequential fraction of the synthesis area | 5.862% |
| Clock Sinks | 16 |
| Netlist cell types | a little under 80 |
| Initial antenna violation count | 0 |
| DRT iter0 DRCs | roughly 610 |
| VDD IR max | 62.85 uV |
| WP data arrival | 6.11 ns |
| Period utilisation layout | 91.88% |
| CTS tree | done |
| R2R cell count | 10 |
| DR vias | 6188 |
| DRC viols | 0 |
| Worst Max-Slew Pin Slew | between 0.9 and 1 ns |
| TritonCTS Buffers | 3 |
| HPWL Detailed | ~16000 um |
| Final tally of setup violations | 0 |
| Max cap viols | 0 |
| RSZ-0062 raised after global routing | no |
| CTS resizes | 0 |
| Fin area | ~6000 sq um |
| Number of fill cells | between 1k and 1.5k |
[worst min path at each step]
stage	to	slack, ns	depth (start not counted)
CTS	ACC.acc_out[0]	0.68	2
global route	ACC.acc_out[0]	0.71	2
finish	ACC.acc_out[0]	0.70	2
[worst max-delay path, cell delays in order]
cell and delay (ns):
clkdlybuf4s50_1 0.48, clkinv_1 0.37, ha_1 0.56, nand2b_1 0.13, o311a_1 0.21, mux2_2 0.34, o31ai_1 0.25, o221ai_1 0.20
nor4_2 0.36, nand4_1 0.16, or4_1 0.59, nor4_2 0.26, clkdlybuf4s50_1 0.49
[power breakdown]
part / total, W / internal, W / switching [W]
registers: 0.000105 / 0.0000814 / 0.0000232
clock network: 0.0000735 / 0.0000412 / 0.0000323
logic: 0.000386 / 0.000157 / 0.000229
total: 0.000564 / 0.000280 / 0.000284
[kinds of logic after synthesis]
group	count (synthesis)	synth area share, %
AND/OR/NAND/NOR	243	21.69
adder cells (fa/ha/maj)	51	11.95
buffers and inverters	116	9.068
XOR/XNOR	9	1.443
AND-OR/OR-AND	250	31.17
flip-flops	16	5.862
multiplexers	70	18.82
[cell usage in the layout, fill, tap and decap left out, types with 13 or more instances in the layout]
cell,instances
nor2_1,66
nand2_1,65
o21ai_0,53
inv_1,50
a21oi_1,50
ha_1,49
clkdlybuf4s50_1,36
mux2i_1,33
buf_4,23
a211oi_1,20
nand3_1,19
o211ai_1,17
dfxtp_1,16
nor3_1,16
mux4_2,14
mux2_2,14
o22ai_1,13
o31ai_1,13
[metal layers]
layer | global-route usage [%] | vias to the layer above | share of wire [%]
met4 | 10.37 | 0 | 2.8
li1 | - | 2856 | -
met2 | 59.32 | 383 | 44
met1 | 57.25 | 2891 | 42
met3 | 9.631 | 58 | 11
met5 | 0 | - | 0
[metrics by stage]
stage          utilization (%)  cells  setup slack [ns]
4_1_cts                  56.73    893            0.7459
3_5_place_dp             56.21    889            0.7605
3_3_place_gp             56.21    889            0.7833
2_1_floorplan                -    755             2.050
5_1_grt                  56.73    893            0.4130
6_report                 56.73    893            0.6906
[cell type report]
class / instances / area [sq um] / area share [%]
Timing Repair Buffer: 61 / 543.0 / 9.148
Tap cell: 136 / 170.2 / 2.867
Inverter: 53 / 198.9 / 3.352
Multi-Input combinational cell: 623 / 4648 / 78.31
Sequential cell: 16 / 320.3 / 5.396
Clock buffer: 4 / 55.05 / 0.9275
Power figures rest on the tool's default switching activity, not on a simulated workload.
